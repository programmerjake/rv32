$ cat design.v
`timescale 1ns / 1ps
module cpu_alu(
    input [6:0] funct7,
    input [2:0] funct3,
    input [6:0] opcode,
    input [31:0] a,
    input [31:0] b,
    output [31:0] result
    );
    wire is_sub = funct7[5] & opcode[5];
    wire [31:0] add_sub_result = a + (is_sub ? ~b : b) + is_sub;
    wire [31:0] shift_left_result = a << b[4:0];
    wire [31:0] shift_right_result = funct7[5] ? $unsigned($signed(a) >>> b[4:0]) : a >> b[4:0];
    wire [31:0] xor_result = a ^ b;
    wire [31:0] or_result = a | b;
    wire [31:0] and_result = a & b;
    wire [31:0] lt_arg_flip = {~funct3[0], 31'b0};
    wire [31:0] lt_result = ((a ^ lt_arg_flip) < (b ^ lt_arg_flip)) ? 32'b1 : 32'b0;
    function [31:0] mux8(
        input [2:0] select,
        input [31:0] v0,
        input [31:0] v1,
        input [31:0] v2,
        input [31:0] v3,
        input [31:0] v4,
        input [31:0] v5,
        input [31:0] v6,
        input [31:0] v7);
        begin
            case(select)
            0: mux8 = v0;
            1: mux8 = v1;
            2: mux8 = v2;
            3: mux8 = v3;
            4: mux8 = v4;
            5: mux8 = v5;
            6: mux8 = v6;
            7: mux8 = v7;
            default: mux8 = 32'hXXXXXXXX;
            endcase
        end
    endfunction
    assign result = mux8(funct3,
                         add_sub_result,
                         shift_left_result,
                         lt_result,
                         lt_result,
                         xor_result,
                         shift_right_result,
                         or_result,
                         and_result);
endmodule
$ cat run.sh
#!/bin/bash
# OpenROAD 26Q1-2900-gdf79404cd8, Yosys 0.63+post, stock flow scripts
make -C /OpenROAD-flow-scripts/flow DESIGN_CONFIG=/design/flow/config.mk WORK_HOME=/design/flow/orfs finish
$ cat config.mk
export PLATFORM = sky130hd
export DESIGN_NAME = cpu_alu
export DESIGN_NICKNAME = cpu_alu
export VERILOG_FILES = /design/flow/design.v
export SDC_FILE = /design/flow/constraint.sdc
export NUM_CORES = 4
export LEC_CHECK = 1
export CORE_UTILIZATION = 40
$ cat constraint.sdc
current_design cpu_alu

set clk_period 21.4
set clk_io_pct 0.2

create_clock -name clk0 -period $clk_period

set non_clock_inputs [all_inputs -no_clocks]
set_input_delay [expr $clk_period * $clk_io_pct] -clock clk0 $non_clock_inputs
set_output_delay [expr $clk_period * $clk_io_pct] -clock clk0 [all_outputs]
==> deck_impl_summary.md <==
Physical Implementation Snapshot

Drt
  • Drt via density: 6.292
  • DR pass1 iterations: 5
  • Routed WL: 34260 um
  • DRT iter0 DRCs: 885
  • Wire per inst: 23.59 um
  • Via count: 9136
  • DRC errors left: 0
  • Diode count: 0
  • Antenna-violating nets left: 0

Clocking
  • Post-CTS Hold Fix Bufs: 0
  • Post-CTS Resized: 0
  • Number of post-CTS setup repair buffers: 0

Power
  • Pwr Density: 29.32 nW/um^2
  • Register share of total power: 0%
  • Cell Int Power: 0.0001168 W
  • Psw: 0.0001603 W
  • Worst VDD drop: 16.03 uV
  • Comb pwr share: 100.0%
  • Clk pwr share: 0%
  • Leakage: 3.982 nW
  • Switch share: 57.83%

Layout
  • Flop area: 0 um^2
  • Clock buffer cells: 0
  • Most numerous logic cells after layout: nor2_1, ha_1, a21oi_1
  • Commonest Layout Cell: nor2_1
  • Final Core Density: 46.41%
  • Layout cells sized above 1: 8.376%
  • Area Overhead vs Synth: 12.76%
  • Flip-flops: 0

Placement
  • IO buf count: 101
  • Setup Slack @ Placement: 8.465 ns
  • Post-DP HPWL: 26230 um
  • Routability Congestion: 0.9915

Logic synthesis
  • Chip area in the Yosys report: 8382 um^2
  • Top cells by area: ha_1, mux4_2, a21oi_1
  • Cell taking the most area after synthesis: ha_1
  • Cells after Synth: 1151
  • Top-area cell share: 18.96%
  • Syn Area/Cell: 7.282 um^2
  • Ys Warns: 1
  • Synth Seq Share: 0%
  • Netlist cell types: 76
  • Post-synthesis cell count from yosys: 1151
  • Area of the mapped netlist: 8382 um^2

Timing
  • Worst slew margin: 35.68%
  • RSZ-0062 raised after global routing: false
  • Min Tclk post-route: 12.97 ns
  • Final setup viols: 0
  • Final setup TNS: 0 ns
  • Worst-Margin Slew: 0.9514 ns
  • Crit share post-route: 60.62%
  • Fin. Hold Viols: 0
  • Setup ws final: 8.428 ns
  • FMAX: 77.09 MHz
  • Max Slew Vio Count: 0

Global routing
  • Antenna violations before repair: 0
  • GRT Util Overall: 32.63%
  • Grt ovf: 0
  • Vias in the first global route: 8516
  • First-pass GRT wire length: 51760 um
  • Largest net degree at the start of global routing: 53

Critical path
  • CP Capture Point: result[26]
  • Crit path DAT: 8.69 ns
  • WS Path Type: input pin to output port
  • Worst Setup SP: funct7[5]
  • Worst Path Max Fanout: 31
  • Req. time, crit path: 17.12 ns
  • Worst Setup End Kind: output port
  • CP Launch Type: input pin

Job
  • Tool warnings: 108
  • Max Cap Viol: 0

Worst hold path
  • Worst hold path type: input pin to output port
  • Hold Path Stages: 5

Status
  • Run status: completed

Floorplan
  • Io pins: 113
  • Die span in y: 146.8 um
  • FP Util: 41.16%
  • # rows: 52
  • Die area: 21540 um^2
  • Die X: 146.8 um
  • Core footprint: 20360 um^2
==> Yosys cell counts (12+ instances only) <==
cell,count
mux2i_1,36
xor2_1,13
nand2_1,88
o211ai_1,12
a21oi_1,115
clkbuf_1,49
o221ai_1,13
a21o_1,12
nor3_1,24
nor2_1,143
o21ai_0,100
nand3_1,16
inv_1,82
buf_1,16
mux4_2,57
xnor2_1,43
ha_1,127
==> critical path, stage by stage <==
cell and delay [ns]:
clkdlybuf4s50_1 0.62, nand2_2 0.15, buf_4 0.52, xnor2_1 0.19, ha_1 0.29, nor2b_1 0.17, o31a_1 0.27, o31a_1 0.35
a21oi_4 0.30, o21ai_2 0.14, a221oi_1 0.59, xor2_1 0.13, o21ai_1 0.19, clkdlybuf4s50_1 0.49
==> layer usage <==
metal	up-vias	track usage, %	routed length, um
met4	0	8.021	1005
met2	472	47.46	14790
met5	-	0	0
li1	4333	-	-
met3	67	11.60	4051
met1	4264	46.53	14410
==> power by group through the flow <==
stage	Clock (W)	Combinational, W	Sequential [W]
after CTS	0	0.000273	0
after global routing	0	0.000302	0
final	0	0.000277	0
==> per-stage QoR <==
step | power [W] | area [um^2] | std cells | hold WS, ns
after global routing | 0.0003016 | 9452 | 1452 | 9.713
after floorplan | 0.0001754 | 8382 | 1151 | 8.775
after global placement | 0.0002723 | 9452 | 1452 | 9.638
after CTS | 0.0002730 | 9452 | 1452 | 9.659
final | 0.0002771 | 9452 | 1452 | 9.632
after detailed placement | 0.0002713 | 9452 | 1452 | 9.660
==> final cells by class <==
type                            instances  area (um^2)
Inverter                               84        315.3
Tap cell                              270        337.8
Multi-Input combinational cell        982         7695
Timing Repair Buffer                  116         1104
Fill cell                            2040        10910
==> kinds of logic after synthesis <==
kind of cell | synth area share [%]
AND-OR/OR-AND | 28.96
XOR/XNOR | 5.852
adder cells (fa/ha/maj) | 19.20
buffers and inverters | 8.225
multiplexers | 21.50
AND/OR/NAND/NOR | 16.27
==> worst min path at each step <==
| stage | start | to | slack [ns] |
|---|---|---|---|
| CTS | b[0] | result[1] | 9.66 |
| global route | b[0] | result[1] | 9.71 |
| finish | b[0] | result[1] | 9.63 |
Power and IR drop assume default switching activity.
