## ./config.mk

```make
export PLATFORM = sky130hd
export DESIGN_NAME = cpu_decoder
export DESIGN_NICKNAME = cpu_decoder
export VERILOG_FILES = /design/flow/design.v
export SDC_FILE = /design/flow/constraint.sdc
export NUM_CORES = 4
export LEC_CHECK = 1
export CORE_AREA = 10 10 76 76
export DIE_AREA = 0 0 86 86
```

## ./constraint.sdc

```tcl
current_design cpu_decoder

set clk_period 6.2
set clk_io_pct 0.2

create_clock -name clk0 -period $clk_period

set non_clock_inputs [all_inputs -no_clocks]
set_input_delay [expr $clk_period * $clk_io_pct] -clock clk0 $non_clock_inputs
set_output_delay [expr $clk_period * $clk_io_pct] -clock clk0 [all_outputs]
```

## ./design.v

```verilog
`timescale 1ns / 100ps
module cpu_decoder(
    input [31:0] instruction,
    output [6:0] funct7,
    output [2:0] funct3,
    output [4:0] rd,
    output [4:0] rs1,
    output [4:0] rs2,
    output [31:0] immediate,
    output [6:0] opcode,
    output [11:0] decode_action
    );
    assign funct7 = instruction[31:25];
    assign funct3 = instruction[14:12];
    assign rd = instruction[11:7];
    assign rs1 = instruction[19:15];
    assign rs2 = instruction[24:20];
    assign opcode = instruction[6:0];
    function [31:0] calculate_immediate(input [31:0] instruction, input [6:0] opcode);
    begin
        case(opcode)
        7'h2F,
        7'h33,
        7'h3B,
        7'h53:
            calculate_immediate = 32'hXXXXXXXX;
        7'h03,
        7'h07,
        7'h0F,
        7'h13,
        7'h1B,
        7'h67,
        7'h73:
            calculate_immediate = {{20{instruction[31]}}, instruction[31:20]};
        7'h23,
        7'h27:
            calculate_immediate = {{21{instruction[31]}}, instruction[30:25], instruction[11:7]};
        7'h63:
            calculate_immediate = {{20{instruction[31]}}, instruction[7], instruction[30:25], instruction[11:8], 1'b0};
        7'h17,
        7'h37:
            calculate_immediate = {instruction[31:12], 12'b0};
        7'h6F:
            calculate_immediate = {{12{instruction[31]}}, instruction[19:12], instruction[20], instruction[30:25], instruction[24:21], 1'b0};
        7'h43,
        7'h47,
        7'h4B,
        7'h4F:
            calculate_immediate = 32'hXXXXXXXX;
        7'h0B,
        7'h1F,
        7'h2B,
        7'h3F,
        7'h57,
        7'h5B,
        7'h5F,
        7'h6B,
        7'h77,
        7'h7B,
        7'h7F:
            calculate_immediate = 32'hXXXXXXXX;
        default:
            calculate_immediate = 32'hXXXXXXXX;
        endcase
    end
    endfunction
    assign immediate = calculate_immediate(instruction, opcode);
    function [11:0] calculate_action(
        input [6:0] funct7,
        input [2:0] funct3,
        input [4:0] rd,
        input [4:0] rs1,
        input [4:0] rs2,
        input [31:0] immediate,
        input [6:0] opcode);
    begin
        case(opcode)
        7'h03: begin
            case(funct3)
            3'h0,
            3'h4,
            3'h1,
            3'h5,
            3'h2:
                calculate_action = 'h2;
            default:
                calculate_action = 'h1;
            endcase
        end
        7'h0F: begin
            if(funct3 == 3'h0) begin
                if((immediate[11:8] == 0) & (rs1 == 0) & (rd == 0))
                    calculate_action = 'h4;
                else
                    calculate_action = 'h1;
            end
            else if(funct3 == 3'h1) begin
                if((immediate[11:0] == 0) & (rs1 == 0) & (rd == 0))
                    calculate_action = 'h8;
                else
                    calculate_action = 'h1;
            end
            else
            begin
                calculate_action = 'h1;
            end
        end
        7'h13,
        7'h33: begin
            if(funct3 == 3'h1) begin
                if(funct7 == 0)
                    calculate_action = 'h10;
                else
                    calculate_action = 'h1;
            end
            else if(funct3 == 3'h5) begin
                if(funct7 == 0 || funct7 == 7'h20)
                    calculate_action = 'h10;
                else
                    calculate_action = 'h1;
            end
            else begin
                calculate_action = 'h10;
            end
        end
        7'h37,
        7'h17: begin
            calculate_action = 'h20;
        end
        7'h23: begin
            case(funct3)
            3'h0,
            3'h1,
            3'h2:
                calculate_action = 'h40;
            default:
                calculate_action = 'h1;
            endcase
        end
        7'h63: begin
            case(funct3)
            3'h0,
            3'h1,
            3'h4,
            3'h5,
            3'h6,
            3'h7:
                calculate_action = 'h80;
            default:
                calculate_action = 'h1;
            endcase
        end
        7'h67: begin
            if(funct3 == 3'h0)
                calculate_action = 'h100;
            else
                calculate_action = 'h1;
        end
        7'h6F: begin
            calculate_action = 'h200;
        end
        7'h73: begin
            case(funct3)
            3'h0:
                if((rs1 != 0) | (rd != 0) | ((immediate & ~32'b1) != 0))
                    calculate_action = 'h1;
                else
                    calculate_action = 'h400;
            3'h1,
            3'h2,
            3'h3,
            3'h5,
            3'h6,
            3'h7:
                calculate_action = 'h800;
            default:
                calculate_action = 'h1;
            endcase
        end
        7'h07,
        7'h0B,
        7'h1B,
        7'h1F,
        7'h27,
        7'h2B,
        7'h2F,
        7'h3B,
        7'h3F,
        7'h43,
        7'h47,
        7'h4B,
        7'h4F,
        7'h53,
        7'h57,
        7'h5B,
        7'h5F,
        7'h6B,
        7'h77,
        7'h7B,
        7'h7F: begin
            calculate_action = 'h1;
        end
        default:
            calculate_action = 'h1;
        endcase
    end
    endfunction
    assign decode_action = calculate_action(funct7,
                                            funct3,
                                            rd,
                                            rs1,
                                            rs2,
                                            immediate,
                                            opcode);
endmodule
```

## ./run.sh

```bash
#!/bin/bash
# OpenROAD 26Q1-2900-gdf79404cd8, Yosys 0.63+post, stock flow scripts
make -C /OpenROAD-flow-scripts/flow DESIGN_CONFIG=/design/flow/config.mk WORK_HOME=/design/flow/orfs finish
```

==> qor.csv <==
metric,value,unit
global-route wire length before repair,7.82,mm
Yosys Instances,157,
Worst Path Required,4.96,ns
post-layout period usage,82.5,%
crit-path cells,clkdlybuf4s50_1 > nor2_1 > a31oi_2 > a221o_1 > and4bb_1 > o211ai_1 > clkdlybuf4s50_1,
Iteration-0 DRC Markers,48,
Final Cell Area,0.00196,sq mm
TNS Setup,0,ns
Worst Setup EP,decode_action[0],
largest net degree at the start of global routing,16,
Tot GR Track Use,12.6,%
DRC,0,
Post-DP Area,0.00196,sq mm
Die ar.,0.00740,sq mm
"CP delay by family, top",buffers and inverters,
Ys Warns,1,
Syn Area/Cell,6.96,sq um
Worst EP arrival,3.88,ns
VDD IR max,0.0200,mV
Die W,86,microns
Synth Cell Area,0.00109,sq mm
pwr/cell area,53.8,mW/mm^2
Tmin final,5.12,ns
Resize count post-CTS,0,
largest stage delay on the critical path,0.69,ns
GPL Wtd Cong,0.863,
HPWL Detailed,4.24,mm
Post-CTS Repair Setup Buffers,0,
Leakage Power,0.787,nW
Crit Path Class,in -> out,
IO Count,108,
Worst path depth,7,
"most used cell, CP",clkdlybuf4s50_1,
placed cells,277,
worst slack at placement,1.09,ns
count of endpoints failing setup in the final report,0,
Port Buffers,108,
status,finished clean,
vias,1397,
Antenna Violating Nets Remaining,0,
FP Rows,23,
n_diodes,0,
Final Hold Fails,0,
Final Total Pwr,105,uW
Setup crit start kind,primary input,
FMAX,195,MHz
"Slowest-stage cell, CP",clkdlybuf4s50_1,
Final Util,47.6,%
"Seq/Total Area, Yosys",0,%
RSZ-0062 raised after global routing,no,
Log Warnings,32,
WHS,3.33,ns
Rel. slew slack,56.4,%
initial antenna violation count,0,
final worst-path setup slack,1.08,ns
min-delay worst type,in -> out,
Crit. Startpoint,instruction[6],
Cell Type Count,48,
Worst Path Buf+Inv,2,
clock buf count,0,
fillers,414,
final tally of max-slew violations,0,
Yosys chip area,0.00109,sq mm
vias in the first global route,1436,
Die Y-Extent,86,microns
Worst Setup End Kind,primary output,
"critical path fanouts, max",13,
FP Core Util,26.5,%
wire per inst,17.6,microns
Synth top area share,22.7,%
register area,0,sq um
"non-filler cells, final",277,
area grow syn2layout,79.4,%
Overflow after GRT,0,
DRT Pass-1 Iters,4,
layout cells sized above 1,6.17,%
Max Cap Violations,0,
registers,0,
CTS Hold Buffers Added,0,
Routed WL,4.87,mm
Top area cell types,"buf_4 23%, a21o_1 13%, and2_1 4.0%",
core area,0.00412,sq mm
Cells on Worst Hold Path,2,
Post-Syn Instances,157,
worst slew pin tran,0.638,ns
leading area contributor after synthesis,buf_4,
via/cell ratio,5.04,
[worst min-delay path by stage]
stage	startpoint	slack, ns	end
CTS	instruction[16]	3.34	rs1[1]
global route	instruction[9]	3.37	rd[2]
finish	instruction[16]	3.33	rs1[1]
[layer usage]
layer,share of wire [%],up-vias,track usage (%)
met5,0,-,0
met4,0,0,0.449
met3,9.1,0,3.62
met2,49,59,22.0
met1,42,642,15.6
li1,-,696,-
[cell type report]
| cell class | instances | area [sq um] | share of cell area, % |
|---|---|---|---|
| Tap cell | 50 | 62.6 | 3.19 |
| Inverter | 6 | 22.5 | 1.15 |
| Multi-Input combinational cell | 113 | 793 | 40.5 |
| Timing Repair Buffer | 108 | 1080 | 55.2 |
[Yosys cell counts, types with 2 or more instances]
master and count:
nand4b_1 2, and2_1 7, nor2_1 11, nor3_1 4, and3_1 4, a21o_1 19, clkbuf_1 2, buf_2 2
nor4_1 5, nand2_1 9, inv_1 5, a22o_1 4, nand2b_1 2, buf_4 33, or2_2 2, nand3_1 6
o21ai_0 4, a21oi_1 6
[cells in the final DEF (no fill, tap or decap), types with 2 or more instances in the layout]
cell type / netlist / layout
a21o_1: 19 / 19
a21oi_1: 6 / 6
a22o_1: 4 / 4
and2_1: 7 / 7
and3_1: 4 / 4
clkdlybuf4s50_1: 0 / 108
inv_1: 5 / 5
nand2_1: 9 / 9
nand2b_1: 2 / 2
nand3_1: 6 / 6
nand4b_1: 2 / 2
nor2_1: 11 / 11
nor3_1: 4 / 4
nor4_1: 5 / 5
o21ai_0: 4 / 4
or2_2: 2 / 2
[cell families (layout without fill, tap and decap cells)]
group | count (synthesis) | after routing | share of synthesized area [%]
AND-OR/OR-AND | 47 | 47 | 33.5
buffers and inverters | 44 | 114 | 27.4
AND/OR/NAND/NOR | 66 | 66 | 39.2
[power by group]
part / internal [mW] / total (mW) / leakage, nW / switching (mW)
registers: 0 / 0 / 0 / 0
clock network: 0 / 0 / 0 / 0
logic: 0.0697 / 0.105 / 0.787 / 0.0356
Power figures rest on the tool's default switching activity, not on a simulated workload.
